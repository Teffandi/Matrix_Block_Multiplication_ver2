File: design/flow/config.mk
export PLATFORM = sky130hd
export DESIGN_NAME = temp_top_level
export DESIGN_NICKNAME = temp_top_level
export VERILOG_FILES = /design/flow/design.v
export SDC_FILE = /design/flow/constraint.sdc
export NUM_CORES = 4
export LEC_CHECK = 1
export CORE_UTILIZATION = 40
File: design/flow/design.v
module control_mux(
input clock,
input reset,
output wire [3:0] mux_reset
);
reg [7:0] counter;  
assign mux_reset = counter[3:0];
always@(posedge clock) begin
if (!reset) begin
    if(counter == 8'b00001111) begin
        counter <= 8'b00001111;
    end else begin
        counter <= (counter >> 1)|(counter<<7);  
    end
end else begin
    counter <= 8'b10000111;
end
end
endmodule
module mux_4_1 (
   input [15:0] input_1, 
   input [15:0] input_2,
   input [15:0] input_3,
   input [15:0] input_4,
   input reset,
   input clock,
   output reg [15:0] out
);
reg [1:0] select;
always @(posedge clock or posedge reset) begin
if (reset) begin 
    out <= 16'd0;
    select <= 2'd0;
end else begin
    case (select)
    2'b00 : out <= input_1;
    2'b01 : out <= input_2;
    2'b10 : out <= input_3;
    2'b11 : out <= input_4;
endcase
select <= select+1;
end
end
endmodule
module mult (
   input [15:0] Operand_1, 
   input [15:0] Operand_2,
   output [15:0] result
);
wire [31:0] temp_op1, temp_op2;
wire [63:0]temp;
assign temp_op1 = {{16{Operand_1[15]}}, Operand_1}; 
assign temp_op2 = {{16{Operand_2[15]}}, Operand_2};
assign temp = temp_op1 * temp_op2;
assign result[15:0] = temp[24:8];
endmodule
module block(inp_north, inp_west, clk, rst, outp_south, outp_east, result);
	input [15:0] inp_north, inp_west;
	output reg [15:0] outp_south, outp_east;
	input clk, rst;
	output reg [15:0] result;
	wire [15:0] multi;
	always @(posedge rst or posedge clk) begin
		if(rst) begin
			result <= 0;
			outp_east <= 0;
			outp_south <= 0;
		end
		else begin
			result <= result + multi;
			outp_east <= inp_west;
			outp_south <= inp_north;
		end
	end
	mult mult_0 (.Operand_1(inp_north),.Operand_2(inp_west),.result(multi));
endmodule
module systolic_array(inp_west0, inp_west4, inp_west8, inp_west12,
		      inp_north0, inp_north1, inp_north2, inp_north3,
		      clk, rst, done, out);
	input [15:0] inp_west0, inp_west4, inp_west8, inp_west12,
		      inp_north0, inp_north1, inp_north2, inp_north3;
	output reg done;
	output [255:0] out;
	input clk, rst;
	reg [3:0] count;
	wire [15:0] inp_north0, inp_north1, inp_north2, inp_north3;
	wire [15:0] inp_west0, inp_west4, inp_west8, inp_west12;
	wire [15:0] outp_south0, outp_south1, outp_south2, outp_south3, outp_south4, outp_south5, outp_south6, outp_south7, outp_south8, outp_south9, outp_south10, outp_south11, outp_south12, outp_south13, outp_south14, outp_south15;
	wire [15:0] outp_east0, outp_east1, outp_east2, outp_east3, outp_east4, outp_east5, outp_east6, outp_east7, outp_east8, outp_east9, outp_east10, outp_east11, outp_east12, outp_east13, outp_east14, outp_east15;
	wire [15:0] result0, result1, result2, result3, result4, result5, result6, result7, result8, result9, result10, result11, result12, result13, result14, result15;
	block P0 (inp_north0, inp_west0, clk, rst, outp_south0, outp_east0, result0);
	block P1 (inp_north1, outp_east0, clk, rst, outp_south1, outp_east1, result1);
	block P2 (inp_north2, outp_east1, clk, rst, outp_south2, outp_east2, result2);
	block P3 (inp_north3, outp_east2, clk, rst, outp_south3, outp_east3, result3);
	block P4 (outp_south0, inp_west4, clk, rst, outp_south4, outp_east4, result4);
	block P8 (outp_south4, inp_west8, clk, rst, outp_south8, outp_east8, result8);
	block P12 (outp_south8, inp_west12, clk, rst, outp_south12, outp_east12, result12);
	block P5 (outp_south1, outp_east4, clk, rst, outp_south5, outp_east5, result5);
	block P6 (outp_south2, outp_east5, clk, rst, outp_south6, outp_east6, result6);
	block P7 (outp_south3, outp_east6, clk, rst, outp_south7, outp_east7, result7);
	block P9 (outp_south5, outp_east8, clk, rst, outp_south9, outp_east9, result9);
	block P10 (outp_south6, outp_east9, clk, rst, outp_south10, outp_east10, result10);
	block P11 (outp_south7, outp_east10, clk, rst, outp_south11, outp_east11, result11);
	block P13 (outp_south9, outp_east12, clk, rst, outp_south13, outp_east13, result13);
	block P14 (outp_south10, outp_east13, clk, rst, outp_south14, outp_east14, result14);
	block P15 (outp_south11, outp_east14, clk, rst, outp_south15, outp_east15, result15);
	assign out = {result0,result1,result2,result3,result4,result5,result6,result7,result8,result9,result10,result11,result12,result13,result14,result15};
	always @(posedge clk or posedge rst) begin
		if(rst) begin
			done <= 0;
			count <= 0;
		end
		else begin
			if(count == 9) begin
				done <= 1;
				count <= 0;
			end
			else begin
				done <= 0;
				count <= count + 1;
			end
		end	
	end 
endmodule
module adder_buffer(
input [255:0] input_1,
input reset,
input clock,
input systolic_done,
output reg accumulator_done,
output reg [255:0] out
);
reg [15:0]update_value[15:0];
reg [6:0] count;
always @(posedge systolic_done or posedge reset) begin
	if(reset) begin
		accumulator_done <= 0;
		count <= 0;
        update_value[0] <= 'h0000;
        update_value[1] <= 'h0000;
        update_value[2] <= 'h0000;
        update_value[3] <= 'h0000;
        update_value[4] <= 'h0000;
        update_value[5] <= 'h0000;
        update_value[6] <= 'h0000;
        update_value[7] <= 'h0000;
        update_value[8] <= 'h0000;
        update_value[9] <= 'h0000;
        update_value[10] <= 'h0000; 
        update_value[11] <= 'h0000;
        update_value[12] <= 'h0000;
        update_value[13] <= 'h0000;
        update_value[14] <= 'h0000;
        update_value[15] <= 'h0000;
        out <=  'h0000000000000000000000000000000000000000000000000000000000000000;
	end
	else begin
		if(count == 16) begin
			accumulator_done <= 1;
            out <= {update_value[0],update_value[1],update_value[2],update_value[3],update_value[4],update_value[5],update_value[6],update_value[7],update_value[8],update_value[9],update_value[10],update_value[11],update_value[12],update_value[13],update_value[14],update_value[15]};
			count <= 0;
		end
		else begin
			accumulator_done <= 0;
    			count <= count + 1;
    		end
    update_value[0] <= update_value[0]+ input_1[255:240];
    update_value[1] <= update_value[1]+ input_1[255-16*1:255-16*1-15];
    update_value[2] <= update_value[2]+ input_1[255-16*2:255-16*2-15];
    update_value[3] <= update_value[3]+ input_1[255-16*3:255-16*3-15];
    update_value[4] <= update_value[4]+ input_1[255-16*4:255-16*4-15];
    update_value[5] <= update_value[5]+ input_1[255-16*5:255-16*5-15];
    update_value[6] <= update_value[6]+ input_1[255-16*6:255-16*6-15];
    update_value[7] <= update_value[7]+ input_1[255-16*7:255-16*7-15];
    update_value[8] <= update_value[8]+ input_1[255-16*8:255-16*8-15];
    update_value[9] <= update_value[9]+ input_1[255-16*9:255-16*9-15];
    update_value[10] <= update_value[10]+ input_1[255-16*10:255-16*10-15];
    update_value[11] <= update_value[11]+ input_1[255-16*11:255-16*11-15];
    update_value[12] <= update_value[12]+ input_1[255-16*12:255-16*12-15];
    update_value[13] <= update_value[13]+ input_1[255-16*13:255-16*13-15];
    update_value[14] <= update_value[14]+ input_1[255-16*14:255-16*14-15];
    update_value[15] <= update_value[15]+ input_1[255-16*15:255-16*15-15];
	end	
end
endmodule
module temp_top_level(
input [255:0] input_1,
input [255:0] input_2,
input clock,
input reset,
input reset_accum,
output [255:0] out,
output done_systolic,
output done_accum
);
wire [15:0] temp_inp_west0;
wire [15:0] temp_inp_west4;
wire [15:0] temp_inp_west8;
wire [15:0] temp_inp_west12;
wire [15:0] temp_inp_north0;
wire [15:0] temp_inp_north1;
wire [15:0] temp_inp_north2;
wire [15:0] temp_inp_north3;
wire [3:0] mux_control_west;
wire [3:0] mux_control_north;
wire [255:0] out_systolic;
control_mux control_mux_west(
.clock(clock),
.reset(reset),
.mux_reset(mux_control_west)
);
control_mux control_mux_north(
.clock(clock),
.reset(reset),
.mux_reset(mux_control_north)
);
mux_4_1 mux_0_W (
   .input_1(input_1[255-16*3:255-16*3-15]), 
   .input_2(input_1[255-16*2:255-16*2-15]),
   .input_3(input_1[255-16*1:255-16*1-15]),
   .input_4(input_1[255:240]),
   .reset(mux_control_west[3]),
   .clock(clock),
   .out(temp_inp_west0)
);
mux_4_1 mux_1_W (
   .input_1(input_1[255-16*7:255-16*7-15]), 
   .input_2(input_1[255-16*6:255-16*6-15]),
   .input_3(input_1[255-16*5:255-16*5-15]),
   .input_4(input_1[255-16*4:255-16*4-15]),
   .reset(mux_control_west[2]),
   .clock(clock),
   .out(temp_inp_west4)
);
mux_4_1 mux_2_W (
   .input_1(input_1[255-16*11:255-16*11-15]), 
   .input_2(input_1[255-16*10:255-16*10-15]),
   .input_3(input_1[255-16*9:255-16*9-15]),
   .input_4(input_1[255-16*8:255-16*8-15]),
   .reset(mux_control_west[1]),
   .clock(clock),
   .out(temp_inp_west8)
);
mux_4_1 mux_3_W (
   .input_1(input_1[255-16*15:255-16*15-15]), 
   .input_2(input_1[255-16*14:255-16*14-15]),
   .input_3(input_1[255-16*13:255-16*13-15]),
   .input_4(input_1[255-16*12:255-16*12-15]),
   .reset(mux_control_west[0]),
   .clock(clock),
   .out(temp_inp_west12)
);
mux_4_1 mux_0_N (
   .input_1(input_2[255-16*3:255-16*3-15]), 
   .input_2(input_2[255-16*2:255-16*2-15]),
   .input_3(input_2[255-16*1:255-16*1-15]),
   .input_4(input_2[255:240]),
   .reset(mux_control_north[3]),
   .clock(clock),
   .out(temp_inp_north0)
);
mux_4_1 mux_1_N (
   .input_1(input_2[255-16*7:255-16*7-15]), 
   .input_2(input_2[255-16*6:255-16*6-15]),
   .input_3(input_2[255-16*5:255-16*5-15]),
   .input_4(input_2[255-16*4:255-16*4-15]),
   .reset(mux_control_north[2]),
   .clock(clock),
   .out(temp_inp_north1)
);
mux_4_1 mux_2_N (
   .input_1(input_2[255-16*11:255-16*11-15]), 
   .input_2(input_2[255-16*10:255-16*10-15]),
   .input_3(input_2[255-16*9:255-16*9-15]),
   .input_4(input_2[255-16*8:255-16*8-15]),
   .reset(mux_control_north[1]),
   .clock(clock),
   .out(temp_inp_north2)
);
mux_4_1 mux_3_N (
   .input_1(input_2[255-16*15:255-16*15-15]), 
   .input_2(input_2[255-16*14:255-16*14-15]),
   .input_3(input_2[255-16*13:255-16*13-15]),
   .input_4(input_2[255-16*12:255-16*12-15]),
   .reset(mux_control_north[0]),
   .clock(clock),
   .out(temp_inp_north3)
);
systolic_array sys_0 (
.inp_west0(temp_inp_west0), 
.inp_west4(temp_inp_west4), 
.inp_west8(temp_inp_west8), 
.inp_west12(temp_inp_west12),	      
.inp_north0(temp_inp_north0), 
.inp_north1(temp_inp_north1), 
.inp_north2(temp_inp_north2), 
.inp_north3(temp_inp_north3),
.clk(clock), 
.rst(reset),
.out(out_systolic), 
.done(done_systolic)
);
adder_buffer adder_buff_0(
.input_1(out_systolic),
.reset(reset_accum),
.clock(clock),
.systolic_done(done_systolic),
.accumulator_done(done_accum),
.out(out)
);
endmodule
File: design/flow/run.sh
#!/bin/bash
# OpenROAD 26Q1-2900-gdf79404cd8, Yosys 0.63+post, stock flow scripts
make -C /OpenROAD-flow-scripts/flow DESIGN_CONFIG=/design/flow/config.mk WORK_HOME=/design/flow/orfs finish
File: design/flow/constraint.sdc
current_design temp_top_level

set clk_period 11.5
set clk_io_pct 0.2

create_clock -name clk0 -period $clk_period [get_ports {clock}]

set non_clock_inputs [all_inputs -no_clocks]
set_input_delay [expr $clk_period * $clk_io_pct] -clock clk0 $non_clock_inputs
set_output_delay [expr $clk_period * $clk_io_pct] -clock clk0 [all_outputs]
==> impl_metrics.tcl <==
# place-and-route summary
set metrics [dict create \
    cts_buffers 114 \
    grt_start_max_net_pins 102 \
    data_arrival_time_of_the_critical_path_ps 9340 \
    clk-insertion-delay-late_ps 930 \
    drt_pre_antenna_iters 9 \
    yosysChipArea_um2 189000 \
    layout_top_cells_excl_fill_tap "inv_1, fa_1, nand2_1" \
    post_layout_nonfiller_instances 27000 \
    rr_worst_depth 30 \
    cts.path.max_buffers 4 \
    edf_count 0 \
    finalHoldViolations 0 \
    synth_async_sr_flop_share_pct 98.8 \
    timing.setup.tns_ps 0 \
    ys.warnings.count 6 \
    post-cts-setup-buffers 0 \
    cts.reportedPaths.clkPinSlew_ps 70 \
    core_um2 471000 \
    post_synthesis_instance_area_um2 189000 \
    first_pass_grt_wire_length_um 789000 \
    setup_viol_count_final 0 \
    track_usage_pct 22.8 \
    antenna_violations_before_repair 24 \
    globalRoute.totalOverflow 0 \
    numPlacedInstances 26800 \
    seq_area_frac_synth_pct 17.5 \
    critical_path_required_ps 12370 \
    area_leaders "fa_1, dfrtp_1, ha_1" \
    finalInstanceArea_um2 209000 \
    numPortBuffers 772 \
    chipArea_um2 476000 \
    netlist_instances 20100 \
    dp_wirelength_um 401000 \
    top_cell_area_share_pct 34.4 \
    worstSetupStartpointType "flop" \
    worst_clock_skew_ps 134 \
    critical_path_fanouts_max 16 \
    finalClockPeriodUsage_pct 73.7 \
    rsz_0062_raised_after_global_routing "no" \
    first_iter_violations 5242 \
    ctsResizeCount 0 \
    initial_utilization_pct 40.2 \
    tool_warnings 69 \
    yosys-stat-cells 20100 \
    worst_setup_path_end_kind "flop" \
    critical_path_class "flop to flop" \
    die_w_um 690 \
    register_pins_left_without_a_clock 520 \
    unconstrained_endpoints 777 \
    final_antenna_net_count 0 \
    holdWs_ps 187 \
    timing.max_slew.rel_slack_pct 33.8 \
    unique_masters_post_synth 83 \
    layout-drive-gt1-share_pct 2.74 \
    worst-slew-pin-transition_ps 993 \
    globalplace.congestion 0.940 \
    synth_flop_count 1325 \
    num_vias 130000 \
    route.final.wire_length_um 493000 \
    die.size.y_um 690 \
    drcViolationCount 0 \
    post_drt_wl_per_cell_um 18.2 \
    result_of_the_run "finished clean" \
    timing.critical_path.from "sys_0.P0.outp_south[9]" \
    htreeDepth 3 \
    maxCapViolations 0 \
    nFillCells 44800 \
    placementRows 252 \
    fmax_mhz 118 \
    slew_violations 0 \
    post-synth-top-area-cell "fa_1" \
    placedInstanceArea_um2 205000 \
    tritoncts_clock_tree "built" \
    ys_dominant_reg_cell "dfrtp_1" \
    io_pins 773 \
    post_cts_hold_buffer_count 0 \
    lay_top_count "inv_1" \
    crit_path_max_incr_delay_ps 710 \
    cts-root-buf "clkbuf_16" \
    timing.critical_path.mode_cell "fa_1" \
    avgSynthCellArea_um2 9.42 \
    reg_top3 "adder_buff_0.out (256), adder_buff_0.update_value (256)" \
    period_minus_slack_ps 8480 \
    critPathSlowestCell "dfrtp_1" \
    r2r-start "sys_0.P0.outp_south[9]" \
    avgViaCountPerCell 4.82 \
    worstHoldPathType "flop to asynchronous set/reset pin" \
    grt_pass1_vias 139000 \
    area_growth_syn_to_layout_pct 10.3 \
]
metal layers:
| metal | wire [µm] | global-route usage (%) | vias up | part of all wire (%) |
|---|---|---|---|---|
| met5 | 75 | 0.0404 | - | 0.015 |
| met4 | 22000 | 7.36 | 10 | 4.5 |
| met3 | 37500 | 7.13 | 565 | 7.6 |
| met2 | 238000 | 36.7 | 3405 | 48 |
| met1 | 195000 | 30.3 | 64800 | 40 |
| li1 | - | - | 61400 | - |
cell usage after synthesis (31+ instances only):
library cell  count
a31oi_1          34
nor2_1          456
nor2b_1         114
fa_1           3248
or3_1            52
nand2b_1         51
xor2_1          209
nand3_1         121
ha_1           1762
inv_1          4819
a21oi_1         306
a222oi_1        128
clkbuf_1        569
and2_1         2058
and3_1           34
a21boi_0         31
o21ai_0         248
nand2_1        2548
o21a_1           59
nor3_1          188
xnor2_1         919
o21bai_1         54
mux2i_1         129
o31ai_1          47
dfrtp_1        1309
o2111ai_1        34
a21o_1           98
a211oi_1         49
final cells by class:
cell class	instances	area, µm²	area share (%)
antenna	9	22.5	0.0108
clock buffer	140	3140	1.51
clock inverter	67	729	0.350
inverter	4821	18100	8.69
multi-input combinational	13400	136000	65.1
sequential	1325	33100	15.9
tap	6223	7790	3.73
timing repair buffer	1068	9970	4.78
through the flow:
| step | utilization (%) | worst slack, ps |
|---|---|---|
| 2_1_floorplan | - | 1330 |
| 3_3_place_gp | 43.5 | 3120 |
| 3_5_place_dp | 43.5 | 3110 |
| 4_1_cts | 44.3 | 3020 |
| 5_1_grt | 44.3 | 2450 |
| 6_report | 44.3 | 3020 |
cells by family after synthesis:
family / after synthesis / share of synthesized area [%]
xor gates and xnor gates: 1128 / 5.22
muxes: 133 / 0.706
DFF: 1325 / 17.5
AOI/OAI and AO/OA: 1325 / 4.87
and+or+nand+nor: 5767 / 15.0
adders and majority gates: 5010 / 46.0
buffers and inverters: 5399 / 10.7
path summary, 6_finish.rpt:
check,to,slack [ps]
min in group clk0,control_mux_west.counter[7],440
hold / removal,mux_0_W.select[0],190
setup reg to reg,sys_0.P4.result[15],3020
max in group asynchronous,sys_0.P13.result[9],7110
hold reg to reg,mux_0_W.select[0],190
setup / recovery,sys_0.P4.result[15],3020
critical path, delay by kind of cell (launching register included):
kind,cells,cell delay (ps)
simple gates,5,1130
compound gates,9,2210
buf+inv,5,250
xor+xnor,2,290
flops,1,710
fa+ha+maj,9,3800
